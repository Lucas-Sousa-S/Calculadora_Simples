$ cat ./constraint.sdc
current_design top_module

set clk_period 7.0
set clk_io_pct 0.2

create_clock -name clk0 -period $clk_period [get_ports {clk}]

set non_clock_inputs [all_inputs -no_clocks]
set_input_delay [expr $clk_period * $clk_io_pct] -clock clk0 $non_clock_inputs
set_output_delay [expr $clk_period * $clk_io_pct] -clock clk0 [all_outputs]
$ cat ./design.v
module alu (
    input  [7:0] A,
    input  [7:0] B,
    input  [1:0] op,          
    output reg [7:0] result,
    output reg zero,
    output reg overflow
);
always @(*) begin
    case(op)
        2'b00: {overflow, result} = A + B;
        2'b01: {overflow, result} = A - B;
        2'b10: result = A & B;
        2'b11: result = A ^ B;
    endcase
    zero = (result == 0);
end
endmodule
module register_file (
    input clk,
    input rst,
    input load,
    input [7:0] data_in,
    output reg [7:0] data_out
);
always @(posedge clk or posedge rst) begin
    if (rst)
        data_out <= 8'b0;
    else if (load)
        data_out <= data_in;
end
endmodule
module display_decoder (
    input [3:0] bin,
    output reg [6:0] seg
);
always @(*) begin
    case (bin)
        4'h0: seg = 7'b1000000;
        4'h1: seg = 7'b1111001;
        4'h2: seg = 7'b0100100;
        4'h3: seg = 7'b0110000;
        4'h4: seg = 7'b0011001;
        4'h5: seg = 7'b0010010;
        4'h6: seg = 7'b0000010;
        4'h7: seg = 7'b1111000;
        4'h8: seg = 7'b0000000;
        4'h9: seg = 7'b0010000;
        default: seg = 7'b1111111;
    endcase
end
endmodule
module top_module (
    input clk,
    input rst,
    input btn_load_a, btn_load_b, btn_calc,
    input [1:0] sw_op,
    input [7:0] sw_data,
    output [6:0] seg_a, seg_b, seg_res1, seg_res0,
    output [7:0] leds
);
wire [7:0] A, B, result;
wire [1:0] alu_op;
wire zero, overflow;
register_file reg_a (.clk(clk), .rst(rst), .load(btn_load_a), .data_in(sw_data), .data_out(A));
register_file reg_b (.clk(clk), .rst(rst), .load(btn_load_b), .data_in(sw_data), .data_out(B));
control_unit cu (.sw_op(sw_op), .btn_calc(btn_calc), .alu_op(alu_op));
alu alu_unit (.A(A), .B(B), .op(alu_op), .result(result), .zero(zero), .overflow(overflow));
display_decoder disp_a (.bin(A[3:0]), .seg(seg_a));
display_decoder disp_b (.bin(B[3:0]), .seg(seg_b));
display_decoder disp_res0 (.bin(result[3:0]), .seg(seg_res0));
display_decoder disp_res1 (.bin(result[7:4]), .seg(seg_res1));
assign leds[7:0] = result;
endmodule
module control_unit (
    input [1:0] sw_op,      
    input btn_calc,         
    output reg [1:0] alu_op
);
always @(*) begin
    if (btn_calc)
        alu_op = sw_op;     
    else
        alu_op = 2'b00;     
end
endmodule
$ cat ./run.sh
#!/bin/bash
# OpenROAD 26Q1-2900-gdf79404cd8, Yosys 0.63+post, stock flow scripts
make -C /OpenROAD-flow-scripts/flow DESIGN_CONFIG=/design/flow/config.mk WORK_HOME=/design/flow/orfs finish
$ cat ./config.mk
export PLATFORM = sky130hd
export DESIGN_NAME = top_module
export DESIGN_NICKNAME = top_module
export VERILOG_FILES = /design/flow/design.v
export SDC_FILE = /design/flow/constraint.sdc
export NUM_CORES = 4
export LEC_CHECK = 1
export CORE_UTILIZATION = 40
==> impl_metrics.py <==
# Flow results
metrics = {
    "floorplanning": {
        "coreArea_sq_um": 4880,
        "ios": 51,
        "die_h_um": 74.2,
        "die_area_sq_um": 5500,
        "fp_util_pct": 42.7,
        "dieWidth_um": 74.2,
        "rows": 25,
    },
    "clock_network": {
        "postCtsHoldBufs": 0,
        "cts_inserted_buffers": 3,
        "clk_pin_slew_worst_paths_ps": 60,
        "cts_setup_buffers": 0,
        "clockBufferDepth": 2,
        "insertion_delay_ps": 240,
        "post_cts_resized": 0,
        "cts_root_buf": "clkbuf_8",
        "cts_tree": "built",
        "h-tree-depth": 1,
        "clkSinkCount": 16,
    },
    "finish": {
        "drive_gt1_share_pct": 8.05,
        "fin_util_pct": 54.7,
        "seq_area_sq_um": 400,
        "final_cell_area_sq_um": 2670,
        "num-fill-cells": 474,
        "logic_area_sq_um": 1570,
        "syn_to_final_growth_pct": 28.0,
        "stdcell_count": 365,
    },
    "detailed_routing": {
        "vias_per_cell": 4.88,
        "wire_per_inst_um": 11.4,
        "ant_nets": 0,
        "num_vias": 1780,
        "drtIter0Drc": 68,
        "drt-pass1-iter-count": 4,
        "drc_errors": 0,
        "antennaDiodeCount": 0,
        "routed_wl_um": 4150,
    },
    "global_routing": {
        "grt_usage_pct": 16.4,
        "grt_max_degree": 17,
        "antenna_found_initial": 0,
        "overflow": 0,
        "first_global_vias": 1532,
        "grt_pass1_wl_um": 7050,
    },
    "final_timing": {
        "finalHoldViolCount": 0,
        "fmax_mhz": 158,
        "finalSetupViolCount": 0,
        "slew_headroom_pct": 59.9,
        "finalMaxSlewViolations": 0,
        "tns_ps": 0,
        "setup_slack_ps": 664,
        "worst_slew_pin_slew_ps": 599,
        "finalClockPeriodUsage_pct": 90.5,
        "finalCriticalPeriod_ps": 6340,
        "grt_setup_unrepaired": "false",
        "skew_ps": 0,
    },
    "worst_setup_path": {
        "worstPathRequired_ps": 5600,
        "cp-startpoint": "btn_calc",
        "critPathMaxFanout": 7,
        "cp.arrival_ps": 4940,
        "end_kind": "output pin",
        "critical_path_class": "in2out",
        "r2r-start": "reg_b.data_out[3]",
        "critPathLaunchType": "input pin",
    },
    "logic_synthesis": {
        "edf_count": 0,
        "post_synth_num_cell_types": 34,
        "syn_avg_cell_area_sq_um": 8.24,
        "async_flop_share_pct": 100,
        "yosys-stat-area_sq_um": 2080,
        "synth_area_sq_um": 2080,
        "yosys_cells": 253,
        "synth_warnings": 4,
        "ys.flops": 16,
        "synthFlopType": "dfrtp_1",
        "ys_seq_share_pct": 19.2,
        "synthCells": 253,
    },
    "run_status": {
        "status": "complete, no violations",
    },
    "power_and_ir_drop": {
        "intPower_mw": 0.433,
        "power_switching_share_pct": 34.6,
        "powerDensity_nw_per_um2": 248,
        "pwr-share-clk_pct": 9.8,
        "combPwrFrac_pct": 72.2,
        "pwr-share-seq_pct": 18.0,
        "vdd_drop_max_uv": 120,
        "p_switching_mw": 0.229,
        "p_leak_nw": 1.21,
    },
    "placement": {
        "dp_cells": 362,
        "gp_congestion": 0.819,
        "portBuffers": 50,
        "place_ws_ps": 640,
        "hpwl_um": 3320,
        "dpl_cell_area_sq_um": 2630,
    },
    "flow_run": {
        "warning_count": 42,
        "maxCapViolCount": 0,
    },
    "worst_hold_path": {
        "hold_path_class": "reg2reg",
        "min_from": "reg_a.data_out[4]",
    },
}
## per-stage QoR
step                      hold slack, ps  power [mW]
after floorplan                      517       0.383
after global placement               540       0.603
after detailed placement             547       0.602
after CTS                            564       0.671
after global routing                 582       0.740
final                                557       0.662
## cell usage after synthesis, types with 2 or more instances
cell type	number	share of area, %
mux2_2	11	5.9
nor2b_1	3	0.90
xor2_1	2	0.84
clkbuf_1	6	1.1
a31oi_1	2	0.60
dfrtp_1	16	19
xnor2_1	10	4.2
nand2_1	33	5.9
inv_1	17	3.1
a211oi_1	4	1.4
a21oi_1	22	5.3
mux2_4	2	1.4
o21a_1	2	0.72
nor3_1	2	0.48
or2_2	2	0.60
mux2i_1	17	8.2
a21oi_2	2	0.84
nand3b_1	2	0.72
ha_1	35	21
buf_6	2	1.1
nor2_1	25	4.5
o21ai_0	24	5.8
## sequential cells by signal, summed over array words and instances (netlist names)
signal and flops:
reg_a.data_out 8, reg_b.data_out 8
## worst paths after layout
kind,end,depth (start not counted),slack [ps]
setup / recovery,seg_res1[5],14,660
hold / removal,reg_a.data_out[4],1,560
setup reg to reg,reg_b.data_out[3],2,5970
hold reg to reg,reg_a.data_out[4],1,560
max in group asynchronous,reg_a.data_out[2],2,5090
min in group asynchronous,reg_a.data_out[5],2,1520
## metal layers
layer | vias to the layer above | track usage (%) | wire length, um
met5 | - | 0 | 0
met4 | 0 | 1.50 | 25
met3 | 2 | 0.824 | 165
met2 | 42 | 25.4 | 1780
met1 | 768 | 26.9 | 2190
li1 | 968 | - | -
## cells by family after synthesis
| logic type | synth area share [%] |
|---|---|
| XOR/XNOR | 5.04 |
| flip-flops | 19.2 |
| buffers and inverters | 5.46 |
| AND/OR/NAND/NOR | 14.4 |
| multiplexers | 16.6 |
| AND-OR/OR-AND | 17.3 |
| adder cells (fa/ha/maj) | 22.0 |
## final cells by class
class                           instances  area share [%]
Timing Repair Buffer                   51            19.0
Tap cell                               67            3.14
Clock buffer                            3            1.55
Inverter                               17            2.39
Multi-Input combinational cell        211            58.9
Sequential cell                        16            15.0
## power groups by stage
stage | clock network, mW | logic [mW] | registers [mW]
after global routing | 0.0712 | 0.547 | 0.121
after CTS | 0.0679 | 0.484 | 0.119
final | 0.0652 | 0.478 | 0.119
## worst max-delay path: stages
cell and delay, ps:
clkdlybuf4s50_1 490, and3b_1 360, nor2_1 90, xnor2_1 140, ha_1 360, a21oi_1 220, a21oi_1 110, mux2i_1 140
nor3_1 370, inv_1 160, ha_1 230, mux2_4 250, mux2i_1 120, clkdlybuf4s50_1 470
## placed cells by master, fill, tap and decap left out, types with 3 or more instances in the layout
cell type / instances
clkdlybuf4s50_1: 50
mux2i_1: 17
a211oi_1: 4
nand2_1: 33
mux2_2: 11
clkbuf_8: 3
inv_1: 17
o21ai_0: 24
xnor2_1: 10
ha_1: 35
dfrtp_1: 16
nor2b_1: 3
nor2_1: 25
a21oi_1: 22
No activity file was given, so power comes from the tool's default toggle rates.
