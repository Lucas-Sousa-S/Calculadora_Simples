--- flow/design.v ---
module clk_divider (
    input clk,
    output reg slow_clk
);
reg [23:0] count = 0;
always @(posedge clk) begin
    count <= count + 1;
    slow_clk <= count[23];  
end
endmodule
--- flow/run.sh ---
#!/bin/bash
# OpenROAD 26Q1-2900-gdf79404cd8, Yosys 0.63+post, stock flow scripts
make -C /OpenROAD-flow-scripts/flow DESIGN_CONFIG=/design/flow/config.mk WORK_HOME=/design/flow/orfs finish
--- flow/config.mk ---
export PLATFORM = sky130hd
export DESIGN_NAME = clk_divider
export DESIGN_NICKNAME = clk_divider
export VERILOG_FILES = /design/flow/design.v
export SDC_FILE = /design/flow/constraint.sdc
export NUM_CORES = 4
export LEC_CHECK = 1
export CORE_AREA = 10 10 81 81
export DIE_AREA = 0 0 91 91
--- flow/constraint.sdc ---
current_design clk_divider

set clk_period 5.4
set clk_io_pct 0.2

create_clock -name clk0 -period $clk_period [get_ports {clk}]

set non_clock_inputs [all_inputs -no_clocks]
set_input_delay [expr $clk_period * $clk_io_pct] -clock clk0 $non_clock_inputs
set_output_delay [expr $clk_period * $clk_io_pct] -clock clk0 [all_outputs]
==> results.py <==
# Metrics from the implementation run
metrics = {
    "final_layout": {
        "fin_area_sq_um": 1060,
        "drive_gt1_frac": 0.0787,
        "stdcell_count": 156,
        "lay_top_count": "dfxtp_1",
        "lay_top_cells": "dfxtp_1, xnor2_1, nand3_1",
        "nFillCells": 520,
        "area_growth_pct": 15.1,
    },
    "yosys": {
        "largest_area_cell": "dfxtp_1",
        "synth_cells": 84,
        "ys_area_sq_um": 921,
        "syn_avg_cell_area_sq_um": 11.0,
        "synth_flops": 25,
        "ys_types": 15,
        "synthTopCellsByArea": "dfxtp_1, xnor2_1, nand3_1, nand4_1, xor2_1",
        "yosysWarnings": 1,
        "ys_seq_frac": 0.543,
        "synth_area_sq_um": 921,
        "top_area_frac": 0.543,
        "synth_stat.cells": 84,
    },
    "power": {
        "p_per_area_nw_per_um2": 271,
        "cellLeakagePower_nw": 0.337,
        "power_frac_comb": 0,
        "p_switching_mw": 0.0507,
        "peakVddDrop_uv": 94.5,
        "power_mw": 0.287,
        "p_sw_frac": 0.177,
        "pwr-share-clk": 0.359,
        "seq_power_share": 0.641,
        "p_int_mw": 0.237,
    },
    "setup_path": {
        "start_kind": "flop",
        "critical_path_class": "flop to output pin",
        "critical-path-max-stage-delay_ns": 0.45,
        "worstPathMaxFanout": 1,
        "crit_path_top_delay_cell": "clkdlybuf4s50_1",
        "path_buffers": 1,
        "arrival_ns": 1.01,
        "crit_required_ns": 4.32,
        "endpoint_kind": "output pin",
        "cp_top_family": "buffers and inverters",
        "crit_chain": "clkdlybuf4s50_1",
    },
    "cts": {
        "path_clk_slew_ns": 0.08,
        "cts-resized-gates": 0,
        "h-tree-depth": 1,
        "cts_made_buffers": 3,
        "clock_path_buffers": 2,
        "clock_latency_ns": 0.26,
        "clockRootBuffer": "clkbuf_8",
        "cts_tree": "yes",
        "cts.sinks": 25,
        "postCtsSetupRepairBufs": 0,
        "cts_hold_buffers": 0,
    },
    "routing": {
        "drtIter0Drc": 25,
        "antenna_cells": 0,
        "num_vias": 581,
        "ant_nets": 0,
        "routed_wl_mm": 1.29,
        "drc": 0,
        "route.detailed.wl_per_inst_microns": 8.25,
        "drt-vias-per-instance": 3.72,
        "dr.pass1.iters": 4,
    },
    "run": {
        "warnings": 25,
        "maxCapViolCount": 0,
    },
    "place": {
        "io_buffers": 1,
        "place_area_sq_um": 1010,
        "dp_cells": 152,
        "hpwlAfterDp_microns": 963,
        "place_congestion": 0.766,
    },
    "grt": {
        "met3_usage": 0.0124,
        "grt_overflow": 0,
        "grtUsageMet2": 0.0501,
        "grt_pass1_vias": 548,
        "grt_antenna_before_repair": 0,
        "track_usage": 0.0312,
        "gr-usage-met1": 0.0409,
        "busiest_layer": "met2",
        "grt_max_degree": 14,
        "grt_pass1_wl_mm": 2.30,
    },
    "floorplan": {
        "chipArea_sq_um": 8280,
        "rows": 25,
        "fp.dieW_microns": 91,
        "core_area_sq_um": 4820,
        "die_h_microns": 91,
        "initCoreUtil": 0.191,
        "num_io_pins": 2,
    },
    "status": {
        "status": "complete, no violations",
    },
    "sta": {
        "setup_viol": 0,
        "slew_violations": 0,
        "fin_crit_ns": 2.09,
        "finalClockSkew_ns": 0.00339,
        "slew-limit-headroom": 0.677,
        "fmax_mhz": 479,
        "min_period_over_period": 0.387,
        "worst_slew_pin_slew_ns": 0.482,
        "grt_setup_unrepaired": "false",
        "final-hold-violation-count": 0,
        "holdWs_ns": 0.366,
        "setup_tns_ns": 0,
    },
    "worst_hold_path": {
        "min_path_type": "flop to flop",
    },
}
==> routing by layer <==
metal  up-vias  share of wire
met4         0         0.0047
met1       277           0.51
met2         4           0.44
li1        298              -
met3         2          0.044
met5         -              0
==> power groups by stage <==
stage	Sequential, mW	Combinational [mW]	Clock (mW)
4_1_cts	0.184	0.000000113	0.106
5_1_grt	0.184	0.000000113	0.115
6_report	0.184	0.000000113	0.103
==> logic make-up after synthesis <==
family / count (synthesis) / share of synthesized area
adder cells (fa/ha/maj): 1 / 0.0136
XOR/XNOR: 22 / 0.209
buffers and inverters: 1 / 0.00407
flip-flops: 25 / 0.543
AND/OR/NAND/NOR: 35 / 0.230
==> stage by stage <==
| stage | util | setup slack [ns] |
|---|---|---|
| after floorplan | - | 4.06 |
| after global placement | 0.211 | 3.57 |
| after detailed placement | 0.211 | 3.58 |
| after CTS | 0.220 | 3.30 |
| after global routing | 0.220 | 3.25 |
| final | 0.220 | 3.31 |
==> final timing paths <==
check / startpoint / end / slack (ns) / depth (start not counted)
max reg2reg: count[0] / count[18] / 3.92 / 5
min: count[23] / slow_clk / 0.37 / 0
max: slow_clk / slow_clk / 3.31 / 1
min reg2reg: count[23] / slow_clk / 0.37 / 0
==> final cells by class <==
cell class	instances	area [sq um]	area share
clock buffer	4	45.0	0.0425
inverter	1	3.75	0.00354
multi-input combinational	58	417	0.393
sequential	25	500	0.472
tap	67	83.8	0.0791
timing repair buffer	1	10.0	0.00945
==> synth_stat cells <==
cell	n
xnor2_1	18
xor2_1	4
nand2_1	7
and3_2	1
dfxtp_1	25
ha_1	1
nand3_2	1
and2b_4	1
nor2_1	2
nand4_1	6
and4_1	3
and3_1	4
nor3_4	1
nand3_1	9
inv_1	1
==> registers in the layout, indices dropped and copies added (netlist names) <==
signal / count
count: 24
slow_clk: 1
Power figures rest on the tool's default switching activity, not on a simulated workload.
